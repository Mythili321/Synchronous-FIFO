File: config.mk
export PLATFORM = sky130hd
export DESIGN_NAME = FIFO
export DESIGN_NICKNAME = FIFO
export VERILOG_FILES = /design/flow/design.v
export SDC_FILE = /design/flow/constraint.sdc
export NUM_CORES = 4
export LEC_CHECK = 1
export CORE_UTILIZATION = 50
File: constraint.sdc
current_design FIFO

set clk_period 2.6
set clk_io_pct 0.2

create_clock -name clk0 -period $clk_period [get_ports {clk}]

set non_clock_inputs [all_inputs -no_clocks]
set_input_delay [expr $clk_period * $clk_io_pct] -clock clk0 $non_clock_inputs
set_output_delay [expr $clk_period * $clk_io_pct] -clock clk0 [all_outputs]
File: run.sh
#!/bin/bash
# OpenROAD 26Q1-2900-gdf79404cd8, Yosys 0.63+post, stock flow scripts
make -C /OpenROAD-flow-scripts/flow DESIGN_CONFIG=/design/flow/config.mk WORK_HOME=/design/flow/orfs finish
File: design.v
`timescale 1ns / 1ps
module FIFO #(
 parameter width=8,
 parameter depth=16
 )(
input clk,reset,
input [width-1:0] datain,
input write_en, read_en,
output reg [width-1:0] dataout,
output full,empty,output [4:0] countout);
reg [width-1:0] fifo [0:depth-1];
reg [$clog2(depth)-1:0] w_ptr,r_ptr;
reg [4:0] count;
always @ (posedge clk or negedge reset)  
begin
if (!reset)
begin 
w_ptr<=0;
r_ptr<=0;
count<=0;
dataout<=0;
end
else begin
if (write_en && !full) begin
fifo[w_ptr]<=datain;
w_ptr<=(w_ptr+1)%depth;
count<=count+1;
end
if (read_en && !empty) begin
dataout<=fifo[r_ptr];
r_ptr<=(r_ptr+1)%depth;
count<=count-1;
end
end 
end 
assign full=(count==depth);
assign empty=(count==0);
assign countout=count;
endmodule
==> results_dict.tcl <==
# collected from the flow reports
set metrics [dict create \
    clk_pin_slew_ns 0.06 \
    synthXorXnorAreaFrac 0.0146 \
    drive_gt1_frac 0.147 \
    busiest_layer "met1" \
    synth_area_um2 6000 \
    setup_viol 0 \
    grt_start_max_net_pins 41 \
    via_per_inst 5.96 \
    synthSimpleGateAreaFrac 0.0621 \
    placementRows 39 \
    htreeDepth 4 \
    portBuffers 26 \
    hp-class "register to register" \
    drtAntennaViolNets 0 \
    slew_violations 0 \
    overflow 0 \
    cts_tree "yes" \
    cp-start-kind "register" \
    fillers 845 \
    dp_hpwl_um 8560 \
    tool_warnings 31 \
    final_cell_mix "edfxtp_1 (128), buf_4 (39), clkdlybuf4s50_1 (26)" \
    core_um2 11600 \
    worstSkewPairLatency_ns 0.41 \
    cts_root_buffer "clkbuf_16" \
    gp_congestion 0.839 \
    required_ns 2.08 \
    cts.repair.resized 0 \
    relSlewSlack 0.539 \
    use_met3 0.109 \
    cp.arrival_ns 1.95 \
    p_sw_mw 2.50 \
    ys.flop_type "edfxtp_1" \
    p_sw_frac 0.315 \
    drtIter0Drc 281 \
    cp_max_fo 5 \
    aoi_share 0.130 \
    first_pass_iters 51 \
    grt_util_met1 0.394 \
    vias 3681 \
    p_comb_frac 0.319 \
    final.min_clock_period_ns 2.47 \
    edf_count 128 \
    seqPwrFrac 0.386 \
    p_per_area_nw_per_um2 1100 \
    track_usage 0.250 \
    use_met2 0.373 \
    status "finished, violations left" \
    cts_setup_buffers 0 \
    max_freq_ghz 0.405 \
    grt_pass1_wl_um 20800 \
    die_area_um2 12500 \
    finalCritPeriodShare 0.950 \
    cts_buffers 17 \
    rsz0062_at_grt "false" \
    layout_top_cell "edfxtp_1" \
    fin_skew_ns 0.00513 \
    clockBufferDepth 2 \
    utilization 0.623 \
    grt_pass1_vias 3797 \
    drv_cap 0 \
    antenna_found_initial 0 \
    timing.hold.ws_ns 0.488 \
    crit_path_end_kind "primary output" \
    synth.top_cell.area_share 0.640 \
    synthTopCellsByArea "edfxtp_1 (64%), dfrtp_1 (8.8%), a22oi_1 (2.6%), ha_1 (2.3%), o21ai_0 (1.8%)" \
    fp_util 0.519 \
    avgSynthCellArea_um2 14.9 \
    tns_ns 0 \
    tightestPinTransition_ns 0.691 \
    die-width_um 112 \
    yosysWarnings 2 \
    yosysCellCount 404 \
    ys_seq_frac 0.728 \
    fa_ha_area_frac 0.0263 \
    leakagePower_nw 2.52 \
    cp_slowest_cell "or4_4" \
    ys_chip_area_um2 6000 \
    clkPwrFrac 0.295 \
    cp_cell_sequence "or4_4 -> nor2_1 -> clkdlybuf4s50_1" \
    cts-hold-fix-buffers 0 \
    async_flop_share 0.141 \
    top_logic_kind "AND-OR/OR-AND gates" \
    ys.flops 149 \
    yosys.area.top_type "edfxtp_1" \
    violations "DRC" \
    crit_family "simple AND/OR/NAND/NOR gates" \
    wl_per_cell_um 21.2 \
    mux_area_frac 0.0177 \
    cts.sinks 149 \
    wl_um 13100 \
    n_antenna_cell 0 \
    internal-power_mw 5.45 \
    area_growth_pct 19.9 \
    vdd_ir_drop_max_uv 593 \
    hold_viol_final 0 \
    io_pins 27 \
    criticalPathCategory "register to primary output" \
    critPathBufInv 1 \
    post-route-drc-count 8 \
    die_y_um 112 \
    rrSetupSlack_ns 0.22 \
    synth_cell_types 50 \
    max_stage_delay_ns 0.55 \
    synthCells 404 \
]
flip-flops by register name (all words and copies together), names as in the netlist:
register  flops
dataout       8
count         5
w_ptr         4
fifo        128
r_ptr         4
worst register-to-register path, delay by kind of cell (launching register included):
| kind | cells | cell delay (ns) |
|---|---|---|
| buffers and inverters | 1 | 0.08 |
| adder cells (fa/ha/maj) | 1 | 0.31 |
| XOR/XNOR | 1 | 0.14 |
| flip-flops | 1 | 0.42 |
| AND-OR/OR-AND | 4 | 0.60 |
| AND/OR/NAND/NOR | 2 | 0.69 |
final cells by class:
cell class              count  area, µm²  area share
clock inverters            13        140      0.0195
inverters                   7       26.3     0.00365
multi-input cells         223       1510       0.209
flip-flops and latches    149       4370       0.607
clock buffers              18        429      0.0596
repair buffers             65        553      0.0768
well taps                 143        179      0.0248
cell families (layout without fill, tap and decap cells):
family                     count (synthesis)  count (layout)
AOI/OAI and AO/OA                        112             112
xor gates and xnor gates                  10              10
adders and majority gates                 12              12
buffers and inverters                     32             103
DFF                                      149             149
muxes                                     10              10
and+or+nand+nor                           79              79
path summary, 6_finish.rpt:
| kind | start | end | depth (start not counted) |
|---|---|---|---|
| min in group asynchronous | reset | w_ptr[0]$_DFFE_PN0P_ | 2 |
| worst max-delay path | count[0]$_DFFE_PN0P_ | empty | 3 |
| worst max register to register | count[0]$_DFFE_PN0P_ | count[4]$_DFFE_PN0P_ | 9 |
| worst min-delay path | dataout[7]$_DFFE_PN0P_ | dataout[7]$_DFFE_PN0P_ | 2 |
| max in group asynchronous | reset | dataout[2]$_DFFE_PN0P_ | 2 |
| worst min register to register | dataout[7]$_DFFE_PN0P_ | dataout[7]$_DFFE_PN0P_ | 2 |
metal layers:
metal  part of all wire  vias to the layer above
met2               0.49                      162
met4              0.016                        0
met5                  0                        -
met1               0.39                     1796
met3               0.11                       16
li1                   -                     1707
synth_stat cells, types with 2 or more instances:
cell / count
nand3_1: 8
o22ai_1: 5
nor4_1: 2
buf_1: 8
a31oi_1: 7
buf_2: 2
inv_1: 6
xnor2_1: 8
o21ai_0: 22
a22oi_1: 21
nand4_1: 2
dfrtp_1: 21
a221oi_1: 6
a222oi_1: 5
o31a_1: 2
mux2i_1: 8
nand2_1: 25
nor2_1: 19
a21o_1: 3
xor2_1: 2
a211oi_1: 3
a21oi_1: 18
a32o_1: 2
a211o_1: 2
ha_1: 11
or2_1: 2
or3_1: 3
a22o_1: 2
a311oi_1: 6
nor3_1: 7
nor2b_1: 5
nand2b_1: 3
clkbuf_1: 14
edfxtp_1: 128
metrics by stage:
| step | setup slack, ns | cells | total power [mW] | instance area (µm²) |
|---|---|---|---|---|
| floorplan | 0.0688 | 404 | 4.63 | 6000 |
| global placement | 0.229 | 587 | 5.65 | 6630 |
| detailed placement | 0.219 | 587 | 5.66 | 6630 |
| CTS | 0.103 | 618 | 8.01 | 7200 |
| global route | 0.0223 | 618 | 8.37 | 7200 |
| finish | 0.131 | 618 | 7.95 | 7200 |
power by group through the flow:
stage	sequential (mW)	clock (mW)	combinational (mW)
CTS	3.07	2.38	2.56
global route	3.11	2.47	2.79
finish	3.07	2.34	2.54
Power is estimated from default activity; no workload was simulated.
